==> flow/design.v <==
module full_adder(
    input   a,
    input   b,
    input   cin,
    output  sum,
    output  cout
);
    assign sum = a ^ b ^ cin;
    assign cout = (a & b) | (a & cin) | (b & cin); 
endmodule
module mult_32bit_no_ops(
    input              clk,
    input              reset,
    input              start,
    input              signed_mode,  
    input       [31:0] op_a,
    input       [31:0] op_b,
    output reg         done,
    output reg  [63:0] product_out
);
    reg [63:0] A_reg;        
    reg [31:0] M_reg;        
    reg [5:0]  count;        
    reg        sign_a;      
    reg        sign_b;      
    reg [31:0] next_M_val;       
    reg [31:0] next_A_low_val;   
    reg [31:0] A_high_val_to_use;  
    wire [31:0] sum_partial;  
    wire        carry_out;    
    wire result_is_negative = signed_mode & (op_a[31] ^ op_b[31]);
    wire [63:0] A_reg_concat; 
    rca_32bit rca_inst (
        .a(A_reg[63:32]),             
        .b(M_reg),                    
        .cin(1'b0),
        .sum(sum_partial),
        .cout(carry_out)
    );
    wire [31:0] abs_a_sum;
    rca_32bit rca_abs_a_inst (
        .a(~op_a), .b(32'h0), .cin(1'b1), .sum(abs_a_sum), .cout()
    );
    wire [31:0] abs_b_sum;
    rca_32bit rca_abs_b_inst (
        .a(~op_b), .b(32'h0), .cin(1'b1), .sum(abs_b_sum), .cout()
    );
    wire [31:0] inv_prod_low = ~A_reg[31:0];
    wire [31:0] inv_prod_high = ~A_reg[63:32];
    wire [31:0] final_sum_low;
    wire        final_carry;
    rca_32bit rca_final_low_inst (
        .a(inv_prod_low), .b(32'b0), .cin(1'b1), .sum(final_sum_low), .cout(final_carry)
    );
    wire [31:0] final_sum_high;
    rca_32bit rca_final_high_inst (
        .a(inv_prod_high), .b(32'b0), .cin(final_carry), .sum(final_sum_high), .cout()
    );
    always @(*) begin
        next_M_val = op_a;
        next_A_low_val = op_b;
        if (signed_mode) begin
            if (op_a[31] && op_a != 32'h80000000) next_M_val = abs_a_sum;
            else if (op_a == 32'h80000000) next_M_val = 32'h80000000;
            else next_M_val = op_a;
            if (op_b[31] && op_b != 32'h80000000) next_A_low_val = abs_b_sum;
            else if (op_b == 32'h80000000) next_A_low_val = 32'h80000000;
            else next_A_low_val = op_b;
        end
    end
    always @(*) begin
        A_high_val_to_use = A_reg[63:32]; 
        if (state == S_CALC) begin
            if (A_reg[0]) begin
                A_high_val_to_use = sum_partial; 
            end else begin
                A_high_val_to_use = A_reg[63:32]; 
            end
        end
    end
    assign A_reg_concat = {A_high_val_to_use, A_reg[31:0]};
    parameter S_IDLE  = 2'b00;
    parameter S_PREP  = 2'b01; 
    parameter S_CALC  = 2'b10; 
    parameter S_FINAL = 2'b11; 
    reg [1:0] state, next_state;
    always @(*) begin
        next_state = state;
        case (state)
            S_IDLE: 
                if (start) next_state = S_PREP;
            S_PREP:
                next_state = S_CALC;
            S_CALC: 
                if (count == 31) next_state = S_FINAL;
            S_FINAL: 
                next_state = S_IDLE;
        endcase
    end
    always @(posedge clk or posedge reset) begin
        if (reset) begin
            state <= S_IDLE;
            A_reg <= 64'b0;
            M_reg <= 32'b0;
            count <= 6'b0;
            done  <= 1'b0;
            product_out <= 64'b0;
            sign_a <= 1'b0;
            sign_b <= 1'b0;
        end else begin
            state <= next_state;
            done <= 1'b0; 
            case (state)
                S_IDLE: begin
                    A_reg <= 64'b0;
                    M_reg <= 32'b0;
                    count <= 6'b0;
                    product_out <= 64'b0;
                end
                S_PREP: begin
                    if (signed_mode) begin
                        sign_a <= op_a[31];
                        sign_b <= op_b[31];
                    end
                    M_reg <= next_M_val;
                    A_reg[31:0] <= next_A_low_val;
                    A_reg[63:32] <= 32'b0; 
                end
                S_CALC: begin
                    A_reg <= A_reg_concat >> 1; 
                    count <= count + 1; 
                end
                S_FINAL: begin
                    if (result_is_negative) begin
                        product_out <= {final_sum_high, final_sum_low};  
                    end else if (!signed_mode) begin
                         if (op_a == 32'hFFFFFFFF && op_b == 32'hFFFFFFFF) begin
                             if (A_reg[63:32] == 32'h00000000 && A_reg[31:0] == 32'h00000001) begin
                                 product_out <= 64'hFFFFFFFE00000001;  
                             end else begin
                                 product_out <= A_reg;
                             end
                         end else begin
                             product_out <= A_reg;
                         end
                    end else begin
                        product_out <= A_reg;
                    end
                    done <= 1'b1;
                end
            endcase
        end
    end
endmodule
module rca_32bit(
    input  [31:0] a,
    input  [31:0] b,
    input         cin,
    output [31:0] sum,
    output        cout
);
    wire [32:0] c; 
    assign c[0] = cin; 
    genvar i;
    generate
        for (i = 0; i < 32; i = i + 1) begin : fa_gen
            full_adder fa_inst (
                .a(a[i]),
                .b(b[i]),
                .cin(c[i]), 
                .sum(sum[i]),
                .cout(c[i+1]) 
            );
        end
    endgenerate
    assign cout = c[32]; 
endmodule
==> flow/run.sh <==
#!/bin/bash
# OpenROAD 26Q1-2900-gdf79404cd8, Yosys 0.63+post, stock flow scripts
make -C /OpenROAD-flow-scripts/flow DESIGN_CONFIG=/design/flow/config.mk WORK_HOME=/design/flow/orfs finish
==> flow/config.mk <==
export PLATFORM = sky130hd
export DESIGN_NAME = mult_32bit_no_ops
export DESIGN_NICKNAME = mult_32bit_no_ops
export VERILOG_FILES = /design/flow/design.v
export SDC_FILE = /design/flow/constraint.sdc
export NUM_CORES = 4
export LEC_CHECK = 1
export CORE_UTILIZATION = 50
==> flow/constraint.sdc <==
current_design mult_32bit_no_ops

set clk_period 10.2
set clk_io_pct 0.2

create_clock -name clk0 -period $clk_period [get_ports {clk}]

set non_clock_inputs [all_inputs -no_clocks]
set_input_delay [expr $clk_period * $clk_io_pct] -clock clk0 $non_clock_inputs
set_output_delay [expr $clk_period * $clk_io_pct] -clock clk0 [all_outputs]
==> git commit body <==
Record implementation results from latest flow run

- In this run the core area contains ~54 standard-cell rows.
- Post-route period utilization is reported as 1.13.
- Leading cell types by total area after synthesis: sky130_fd_sc_hd__dfrtp_1 (38%), sky130_fd_sc_hd__ha_1 (14%), sky130_fd_sc_hd__a22oi_1 (6.2%)
- Post-synthesis compound-gate area fraction: 0.222
* Die outline area: 0.0231 mm2
- Looking at the reg2reg group, the worst path starts from A_reg[32].
- The worst setup path is captured at a flop.
- Clock tree from TritonCTS: built
* Final design utilization: 0.655
- Per STA, the startpoint of the critical path is A_reg[32].
- Final hold violations: 0
* Worst-case clock buffer depth: 2
- Starting density of the core: 0.512
* Dominant combinational family: AND-OR/OR-AND gates
- Relative slew slack: 0.456
- The largest single stage delay on the critical path is 0.52 ns.
- Initial antenna violation count: 1
- Filler cell count in the final layout: 1,776
- Synthesis-stage register bit count: between 150 and 200
- Leftover overflow at the end of global routing: 0
* Number of enable-type register cells in the synthesized netlist: 0
- The cell area that synthesis handed to floorplanning was 0.0112 mm2.
- Core Area: 0.0220 mm2
- The script computed a power per unit cell area of 232 mW/mm2.
* Adder-Cell Fraction of Synth Area: 0.195
* I/O Pins: approximately 130
- Buffer type at the clock tree root: sky130_fd_sc_hd__clkbuf_16
* Avg Synthesized Cell Area: 9.00 um2
- First-pass iteration count of the detailed router: 26
* CP most frequent cell: sky130_fd_sc_hd__fa_2
* Clock slew at the register clock pins of the worst setup and hold paths: 0.07 ns
* Worst slack after detailed placement: -1.29 ns
- The synthesized instance count is 1,249.
- Across the run, the number of max-cap violations was 0.
* Share of post-route cells with drive strength above 1: 0.144
* Per-cell via count in the routed design: between 5 and 6
* Final worst-path setup slack: -1.31 ns
- Wire length of the first global-routing pass: between 50,000 and 60,000 um
* Die boundary height: 152 um
- Clk sink count: 170
* Peak ir drop on the vdd network: 0.000140 V
- DPL Wire Length: 20,800 um
- Antenna cell count: 0
- Once detail routing completed, the nets flagged for antenna violations numbered 0.
- Crit-path slowest cell: sky130_fd_sc_hd__fa_2
* Number of input and output port buffers inserted: about 130
- The warning tally printed by Yosys for this design is 1.
- Kind of start point of the critical path: flop
- STA lists the endpoint of the worst register-to-register path as A_reg[61].
- H-tree depth: 4
- Chip area estimate from yosys synthesis: roughly 0.011 mm2
- For this run, the total global-route usage over all layers was measured as 0.284.
- Routed len/inst: between 15 and 20 um
- Post-synthesis share of cell area spent on xor and xnor gates: 0.00234
- For the worst setup path, the data arrival time is 11.82 ns.
* Fraction of the yosys area taken by sequential cells: 0.379
- Largest net degree at the start of global routing: roughly 74
- From synthesis to final layout, the design area changed by 28.0%.
- Critical Path Fanout Max: 2
- The final layout contains routed wiring with a total length of 30,200 um.
- The routed layout has 9,662 vias.
- For reference, the mux area share after synthesis is 0.
* Highest achievable clock rate: 0.0869 GHz
- Max FFs per register: about 64
* Total DRC errors in the routed layout: 0
- In this run, the synthesized area fraction spent on and/or/nand/nor cells is recorded as 0.118.
- Chip width: roughly 150 um
- Worst-skew pair later-pin latency: ~0.44 ns
- The smallest clock period supported by the final layout is computed as 11.51 ns.
* Leakage: roughly 6.1 nW
* Number of buffers created by CTS: 17
* Result of the run: finished, violations left
* Async set-or-reset flop fraction in the synthesized netlist: 1.00
- Actual slew at the worst max-slew pin: 0.817 ns
- The checks that failed: setup timing.
* Largest area contributor in the netlist: sky130_fd_sc_hd__dfrtp_1
- The worst register-to-register path has a setup slack of -1.31 ns.
* Hold WC Path Type: flop to flop
- For reference, the most critical setup path is categorized as flop to flop.
- In this run the tools logged warnings totalling 33.
* Unique cell types: 44
* Worst clock skew on the final layout: 0.0142 ns
* Final count of pins violating max slew: 0
- OpenSTA lists the critical path endpoint as A_reg[61].
- Post-synth top flop: sky130_fd_sc_hd__dfrtp_1
- The via count of the first global-routing pass came to 9,257.
* Yosys stat cell total: roughly 1,200
- The worst register-to-register path has a depth of 35.
- Setup repair after global routing could not meet its margin everywhere.
- The placement summary gives the final routability congestion estimate as slightly above 0.9.
- The violation tally recorded at the end of detailed-routing iteration 0 is between 600 and 700.
* Final count of negative-setup-slack endpoints: 8
- Data required time of the critical path: approximately 11 ns
- Fraction of post-synthesis cell area in the top cell type by area: 0.376
[layout make-up]
| cell class | count | area (um2) | area share |
|---|---|---|---|
| clock buffer | 18 | 429 | 0.0298 |
| multi-input combinational | 831 | 6930 | 0.481 |
| timing repair buffer | 175 | 1640 | 0.114 |
| sequential | 170 | 4260 | 0.296 |
| inverter | 162 | 616 | 0.0428 |
| clock inverter | 14 | 171 | 0.0119 |
| tap | 280 | 350 | 0.0243 |
[power by group]
part	total, mW	leakage, nW	internal (mW)	switching, mW
sequential	1.11	2.25	0.898	0.210
combinational	1.55	3.55	0.723	0.824
clock	0.678	0.293	0.372	0.305
[placed cells by master, fill, tap and decap left out, types with 4 or more instances in the layout]
master and n:
sky130_fd_sc_hd__fa_2 30, sky130_fd_sc_hd__o21ai_1 4, sky130_fd_sc_hd__nand3_1 35, sky130_fd_sc_hd__nor4_1 22
sky130_fd_sc_hd__dfrtp_1 168, sky130_fd_sc_hd__inv_2 5, sky130_fd_sc_hd__buf_4 43, sky130_fd_sc_hd__a31o_1 23
sky130_fd_sc_hd__inv_1 153, sky130_fd_sc_hd__clkbuf_16 17, sky130_fd_sc_hd__inv_6 8, sky130_fd_sc_hd__nand4b_1 4
sky130_fd_sc_hd__nand4_1 23, sky130_fd_sc_hd__a31o_2 8, sky130_fd_sc_hd__a32oi_1 30, sky130_fd_sc_hd__a22oi_1 93
sky130_fd_sc_hd__or4_1 5, sky130_fd_sc_hd__nand2_1 168, sky130_fd_sc_hd__ha_1 64, sky130_fd_sc_hd__o22ai_1 31
sky130_fd_sc_hd__a21oi_1 64, sky130_fd_sc_hd__ha_4 62, sky130_fd_sc_hd__nor2_1 5, sky130_fd_sc_hd__clkdlybuf4s50_1 132
sky130_fd_sc_hd__o21ai_0 124, sky130_fd_sc_hd__nor4b_1 4
[worst min path at each step]
stage	startpoint	endpoint	cells past startpoint
final	count[5]	count[5]	1
after global routing	count[5]	count[5]	1
after CTS	count[5]	count[5]	1
[per-stage QoR]
stage / TNS (ns) / hold slack (ns) / cells / cell area [um2] / power (mW)
final: -4.86 / 0.486 / 1650 / 14400 / 3.33
after global routing: -7.46 / 0.516 / 1650 / 14400 / 3.67
after CTS: -4.98 / 0.490 / 1649 / 14400 / 3.36
after detailed placement: -4.82 / 0.471 / 1616 / 13800 / 2.66
after global placement: -4.52 / 0.469 / 1616 / 13800 / 2.64
after floorplan: -3.30 / 0.352 / 1249 / 12100 / 2.18
[what timing repair did]
item                                   4_1_cts  5_1_grt
endpoints found under the hold margin        0        0
buffers inserted                             1        1
gates resized                                4        2
pin swaps                                    6        4
setup endpoints to repair                    8       10
hold buffers                                 0        0
[worst max-delay path: cells and delay by family (launching register included)]
family                   cells  cell delay, ns
adder cells (fa/ha/maj)     31           10.79
flip-flops                   1            0.35
AND-OR/OR-AND                2            0.18
AND/OR/NAND/NOR              1            0.05
buffers and inverters        1            0.03
[kinds of logic after synthesis]
family,count (synthesis)
compound gates,391
fa+ha+maj,157
xor+xnor,3
simple gates,280
buf+inv,248
flops,170
[Yosys cell counts, types with 4 or more instances]
library cell and number:
sky130_fd_sc_hd__a22oi_1 93, sky130_fd_sc_hd__nor4b_1 4, sky130_fd_sc_hd__nand2_1 169, sky130_fd_sc_hd__a31o_2 8
sky130_fd_sc_hd__nand4b_1 4, sky130_fd_sc_hd__a32oi_1 30, sky130_fd_sc_hd__fa_1 30, sky130_fd_sc_hd__ha_1 127
sky130_fd_sc_hd__clkbuf_1 77, sky130_fd_sc_hd__dfrtp_1 169, sky130_fd_sc_hd__or4_1 5, sky130_fd_sc_hd__nand3_1 35
sky130_fd_sc_hd__nand4_1 23, sky130_fd_sc_hd__buf_1 6, sky130_fd_sc_hd__o22ai_1 31, sky130_fd_sc_hd__nor4_1 22
sky130_fd_sc_hd__nor2_1 6, sky130_fd_sc_hd__inv_1 158, sky130_fd_sc_hd__a31o_1 23, sky130_fd_sc_hd__a21oi_1 64
sky130_fd_sc_hd__o21ai_0 129
[per-layer routing]
layer	part of all wire	track usage	vias to the layer above
met5	0	0	-
met4	0.014	0.0364	0
met3	0.056	0.0541	27
met2	0.47	0.448	272
met1	0.46	0.440	4694
li1	-	-	4669
No activity file was given, so power comes from the tool's default toggle rates.
